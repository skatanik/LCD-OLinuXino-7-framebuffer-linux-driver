**design.v**
```verilog
module big_lcd(
    input                       clk,
    input                       reset_n,
    input   [23:0]          lcd_readdata,
    output                    lcd_read,
    output                     data_request,
    input                   no_data_available,
    output  [7:0]           R,
    output  [7:0]           G,
    output  [7:0]           B,
    output                     HSYNC,
    output                     VSYNC,
    output                     LCD_CLK
);
reg [10:0] counter_hs;
reg [10:0] counter_vs;
assign LCD_CLK = reset_n & clk;
always@(posedge clk or negedge reset_n)
begin
if(!reset_n)
    begin
        counter_hs <= 11'd0;
        counter_vs <= 11'd0;
    end
    else
        begin
            if(counter_hs == 11'd1055)
            begin
                if(counter_vs == 11'd524)
                    counter_vs <= 11'd0;
                else
                    counter_vs <= counter_vs + 11'd1;
                counter_hs <= 11'd0;
            end
            else
                counter_hs <= counter_hs + 11'd1;
        end
end
assign lcd_read = (counter_hs >= 11'd45 && counter_hs < 11'd845 && counter_vs >= 11'd23  && counter_vs < 11'd503) ;
assign VSYNC = (counter_vs >= 11'd0 && counter_vs < 11'd10) ? 1'b0 : 1'b1;
assign HSYNC = (counter_hs >= 11'd0 && counter_hs < 11'd20) ? 1'b0 : 1'b1;
assign R = !no_data_available ? lcd_readdata[23:16] : 8'hFF;
assign G = !no_data_available ? lcd_readdata[15:8] : 8'hFF;
assign B = !no_data_available ? lcd_readdata[7:0] : 8'hFF;
assign data_request = (counter_hs == 810 && counter_vs == 11'd504);
endmodule
```
**run.sh**
```bash
#!/bin/bash
# OpenROAD 26Q1-2900-gdf79404cd8, Yosys 0.63+post, stock flow scripts
make -C /OpenROAD-flow-scripts/flow DESIGN_CONFIG=/design/flow/config.mk WORK_HOME=/design/flow/orfs finish
```
**config.mk**
```make
export PLATFORM = sky130hd
export DESIGN_NAME = big_lcd
export DESIGN_NICKNAME = big_lcd
export VERILOG_FILES = /design/flow/design.v
export SDC_FILE = /design/flow/constraint.sdc
export NUM_CORES = 4
export LEC_CHECK = 1
export CORE_AREA = 10 10 96 96
export DIE_AREA = 0 0 106 106
```
**constraint.sdc**
```tcl
current_design big_lcd

set clk_period 3.2
set clk_io_pct 0.2

create_clock -name clk0 -period $clk_period [get_ports {clk}]

set non_clock_inputs [all_inputs -no_clocks]
set_input_delay [expr $clk_period * $clk_io_pct] -clock clk0 $non_clock_inputs
set_output_delay [expr $clk_period * $clk_io_pct] -clock clk0 [all_outputs]
```
==> notes.md <==
The following summarizes the physical implementation.

Run status
The flow ran to the end, and the final reports show no timing, DRC or antenna violations.

Synthesis
Averaged over all synthesized cells, the footprint is around 8.8 sq um. After synthesis the cells add up to roughly 1500 sq um. The sequential fraction of the synthesis area is 0.364.

The proportion of register bits with asynchronous set or reset after synthesis is 1.00. For this run, the number of Yosys warnings is 1. The number of flops mapped to enable cells by yosys is 0. The synthesized netlist contains 40 unique library cells. The prevailing post-synth register cell is dfrtp_1. Per the Yosys statistics, synthesis produced roughly 170 cells. Counting every instance in the synthesized netlist gives 172.

For this run, the chip area from Yosys synthesis comes to approximately 1500 sq um. The synthesis stat section lists a flop and latch total of 22.

Worst setup path
STA puts the critical path data arrival time at 2360 ps. Per the timing report, the most critical flop-to-flop path finishes at counter_vs[10]$_DFFE_PN0N_. The largest stage delay on the critical path is 410 ps. The startpoint kind of the worst setup timing path is a clock port. STA puts the critical path data required time at 2560 ps. For reference, the most critical setup path is categorized as clk -> out. The kind of cell with the highest combined delay along the critical path is buffers and inverters. The setup slack of the most critical reg-to-reg path is ~1100 ps.

In this design, the critical path's most frequently occurring cell is clkbuf_8. The number of cell instances on the worst register-to-register path is 6. The highest fanout seen on the critical path is 2. The worst setup path is captured at an output pin.

Per the post-run analysis, buffers plus inverters along the critical path come to 3. For this design, the slowest cell found on the critical path is clkdlybuf4s50_1. The worst register-to-register path begins at counter_hs[0]$_DFF_PN0_. The cell sequence reported for the critical path is clkbuf_8 -> clkbuf_8 -> and2_1 -> clkdlybuf4s50_1.

Clocking
The total of hold buffers inserted after clock tree synthesis is 0. The clock tree from TritonCTS is done. The post-cts sizing count is 0. The latest clock arrival within the worst-skew pair is 370 ps. The number of setup buffers added after CTS is 0.

In the CTS report, the clock slew at the register clock pins of the worst setup and hold paths is listed as 90 ps.

STA
Clock skew on the completed layout was measured at approximately 4.5 ps. The transition at the pin with the smallest max-transition slack is 573 ps. The number of max-slew violations in the final report is 0. Setup repair after global routing left no endpoint under its margin. After layout, the worst setup slack is just under 200 ps. The final hold violation count recorded for this run is 0.

The worst-case headroom to the max-slew limit is 0.617. The final-report setup violation count is 0. The total negative slack is 0 ps.

GRT
The first global-routing pass estimated 7.13 mm of wire. The total congestion overflow after global routing is 0. The number of antenna violations at the first check in global routing is 0. The via count of the first global-routing pass is 1356. Entering global routing, the biggest net connects 25 pins.

For this run, the total global-route usage over all layers was measured as 0.0763.

Placed design
The post-placement cell count is 316. The HPWL after detailed placement is 3.29 mm. The setup slack at placement is ~340 ps. In this run the cell area measured after placement is 2130 sq um. The count of buffers from port buffering is 55. RePlAce ended its routability-driven mode at a weighted congestion of 0.899.

Hold path
The hold path startpoint is counter_hs[9]$_DFF_PN0_. The type recorded for the worst min-delay path is reg -> reg. The worst hold path endpoint is counter_hs[9]$_DFF_PN0_. Counting instances, the worst hold path has a depth of 1.

Cells and area
The design area is 2240 sq um. Ranking logic cells in the layout by count gives the top entries clkdlybuf4s50_1 (55), or2_2 (24), dfrtp_1 (22), nand3_1 (14), nor2_1 (12). The number of inserted filler cells in the final layout is 766. Among logic cells in the layout, the one with the most instances is clkdlybuf4s50_1. From synthesis to final layout, the design area changed by 48.4%.

The finished layout holds 323 standard cells, fillers aside. The share of post-route cells with drive strength above 1 is 0.188.

Routing
The first-pass detailed-route iteration total is 4. The vias per cell is ~4.3. The final antenna diode tally reported by the flow is 0. The post-detailed-route wirelength per cell is ~13 um. The violation tally recorded at the end of detailed-routing iteration 0 is between 100 and 150.

The number of nets still failing antenna checks after routing is 0. The DRC violations left is 0. The total detailed-routing wirelength is between 4 and 5 mm.

The overall via count from detail_route is 1378.

Flow run
The count of max-cap constraint violations is 0. OpenROAD emitted warnings numbering 30.

Power and ir drop
The power per standard cell area is 328 nW/um^2. VDD sags by at most 0.228 mV. The leakage power of the design is 0.962 nW.

Floorplan
At the floorplan stage, the core utilization is reported as 0.210. The die is 106 um tall. The core region is 7210 sq um.

In this run the horizontal extent of the chip is 106 um. Row generation in the floorplan step produced 31 rows. The floorplan step defined a die boundary enclosing 11200 sq um. The number of top-level design ports is 56.
==> flip-flops by register name (all words and copies together) (netlist names) <==
register and flops:
counter_hs 11, counter_vs 11
==> cells by family (layout without fill, tap and decap cells) <==
family / Yosys count / count (layout) / synth area share
muxes: 3 / 3 / 0.0207
buffers and inverters: 20 / 72 / 0.0695
DFF: 22 / 22 / 0.364
adders and majority gates: 5 / 5 / 0.0414
xor gates and xnor gates: 10 / 10 / 0.0579
and+or+nand+nor: 85 / 85 / 0.330
AOI/OAI and AO/OA: 27 / 27 / 0.116
==> worst register-to-register path, delay by kind of cell, from the launching register on <==
kind	cells	cell delay (ps)
multiplexers	1	60
AND/OR/NAND/NOR	2	710
buffers and inverters	1	300
adder cells (fa/ha/maj)	1	250
AND-OR/OR-AND	1	150
flip-flops	1	490
==> cell usage after synthesis, types with 2 or more instances <==
library cell | number | area [sq um]
or2_2 | 24 | 150
xor2_1 | 5 | 43.8
o21ai_0 | 3 | 15.0
or4_4 | 2 | 22.5
buf_4 | 2 | 15.0
ha_1 | 5 | 62.6
a21o_1 | 3 | 22.5
o21a_1 | 2 | 15.0
nor2_1 | 12 | 45.0
o21ai_1 | 3 | 15.0
mux2i_1 | 2 | 20.0
buf_6 | 3 | 33.8
dfrtp_1 | 22 | 551
inv_1 | 8 | 30.0
nor4_1 | 2 | 12.5
nand4_1 | 6 | 37.5
xnor2_1 | 5 | 43.8
nand3_1 | 14 | 70.1
a31oi_1 | 5 | 31.3
and3_1 | 2 | 12.5
o31ai_1 | 2 | 15.0
nand2_1 | 5 | 18.8
clkbuf_1 | 7 | 26.3
nor3_1 | 7 | 35.0
a21oi_1 | 5 | 25.0
and4_1 | 2 | 17.5
==> through the flow <==
stage	total power, mW	util	hold slack (ps)
floorplan	0.298	-	344
global placement	0.381	0.295	471
detailed placement	0.381	0.295	485
CTS	0.751	0.311	498
global route	0.771	0.311	542
finish	0.735	0.311	491
==> layout make-up <==
type / instances / area (sq um) / area share
multi-input cells: 130 / 861 / 0.384
repair buffers: 56 / 556 / 0.248
flip-flops and latches: 22 / 551 / 0.245
well taps: 99 / 124 / 0.0552
clock buffers: 7 / 92.6 / 0.0413
clock inverters: 1 / 30.0 / 0.0134
inverters: 8 / 30.0 / 0.0134
==> power breakdown <==
group	switching (mW)	internal (mW)	leakage, nW
Clock	0.116	0.260	0.0636
Combinational	0.0181	0.0624	0.601
Sequential	0	0.278	0.298
Total	0.134	0.600	0.962
==> how the worst max path moves through the flow <==
stage / startpoint / slack (ps) / to / cells after the start
5_1_grt: counter_hs[0]$_DFF_PN0_ / 30 / lcd_read / 6
4_1_cts: clk / 160 / LCD_CLK / 4
6_report: clk / 200 / LCD_CLK / 4
==> layer usage <==
metal / wire length (um) / vias to the layer above / GRT usage / share of wire
met5: 0 / - / 0 / 0
met4: 60 / 0 / 0.0135 / 0.014
met3: 134 / 5 / 0.0153 / 0.031
met2: 2360 / 25 / 0.136 / 0.55
met1: 1730 / 645 / 0.0935 / 0.40
li1: - / 703 / - / -
Power and IR drop assume default switching activity.
